==> flow/constraint.sdc <==
current_design Pcounter

set clk_period 1.0
set clk_io_pct 0.2

create_clock -name clk0 -period $clk_period [get_ports {clk}]

set non_clock_inputs [all_inputs -no_clocks]
set_input_delay [expr $clk_period * $clk_io_pct] -clock clk0 $non_clock_inputs
set_output_delay [expr $clk_period * $clk_io_pct] -clock clk0 [all_outputs]
==> flow/config.mk <==
export PLATFORM = sky130hd
export DESIGN_NAME = Pcounter
export DESIGN_NICKNAME = Pcounter
export VERILOG_FILES = /design/flow/design.v
export SDC_FILE = /design/flow/constraint.sdc
export NUM_CORES = 4
export LEC_CHECK = 1
export CORE_AREA = 10 10 102 102
export DIE_AREA = 0 0 112 112
==> flow/design.v <==
module Pcounter(
  input logic clk, reset,  
  input logic [31:0] PC_in,  
  output logic [31:0] PC_out  
);
always_ff @(posedge clk) begin
  if (reset)
    PC_out <= 32'h00000000;  
  else
    PC_out <= PC_in;  
end
endmodule
==> flow/run.sh <==
#!/bin/bash
# OpenROAD 26Q1-2900-gdf79404cd8, Yosys 0.63+post, stock flow scripts
make -C /OpenROAD-flow-scripts/flow DESIGN_CONFIG=/design/flow/config.mk WORK_HOME=/design/flow/orfs finish
==> results.tsv <==
stage	metric	value	unit
cells_and_area	stdcell_area	1702	µm²
cts	cts_tree	yes	
detailed_routing	drt_iter0_drc	9	
logic_synthesis	synth.avg_cell_area	12.89	µm²
setup_path	crit_cells	1	
logic_synthesis	ys_cells	67	
global_routing	grt_max_degree	21	
cts	h-tree-depth	2	
floorplanning	die_y	112	µm
setup_path	cp-end-kind	primary output	
cts	numCtsBuffers	5	
logic_synthesis	netlist_area	863.3	µm²
worst_hold_path	min_path_cells	2	
cells_and_area	top_register	PC_out	
logic_synthesis	synthCells	67	
setup_path	worstSetupStartpoint	PC_out[23]$_SDFF_PP0_	
placement	io_buffers	65	
job	tool_warnings	25	
power	power.leakage	0.6874	nW
cells_and_area	instances_no_fill	244	
logic_synthesis	edf_count	0	
cts	clk_pin_slew	0.07	ns
logic_synthesis	ys.flop_type	dfxtp_1	
timing	tns	0	ns
setup_path	cp-endpoint	PC_out[23]	
logic_synthesis	synth_top_cell_by_area	dfxtp_1	
cells_and_area	largest_register_ffs	32	
cells_and_area	drive_above_1_share	0.2806	
placement	place_area	1663	µm²
timing	setup_viol	0	
timing	fmax	1042	MHz
placement	place_inst	236	
cells_and_area	synthToLayoutAreaGrowth	97.10	%
status	status	finished clean	
setup_path	critical_path.top_delay_family	flip-flops	
setup_path	crit_chain	clkdlybuf4s15_1	
cts	clockBufferDepth	2	
logic_synthesis	ys_types	3	
floorplanning	core-area	8217	µm²
detailed_routing	drt-wirelength-per-cell	11.34	µm
timing	fin_crit_sh	0.9598	
placement	gp_congestion	0.6787	
setup_path	worst_setup_path_start_kind	flop	
logic_synthesis	synth_seq_share	0.7420	
logic_synthesis	async_flop_share	0	
setup_path	path_class	flop to primary output	
cts	clock_sinks	32	
setup_path	path_buffers	1	
timing	setup_ws	0.04021	ns
cts	hold_buffers	0	
cells_and_area	largestRegisters	PC_out x32	
floorplanning	die_w	112	µm
timing	whs	0.4637	ns
detailed_routing	first_pass_iters	2	
logic_synthesis	area_leaders	dfxtp_1 74%, nor2b_1 23%, buf_4 2.6%	
job	drv_cap	0	
worst_hold_path	hold_path.class	input port to flop	
floorplanning	num_rows	33	
cts	root_buffer	clkbuf_8	
logic_synthesis	synthTopCellsByCount	32 x dfxtp_1, 32 x nor2b_1, 3 x buf_4	
global_routing	antenna_found_initial	0	
timing	rsz0062_at_grt	false	
global_routing	grt_pass1_wl	4229	µm
timing	tightest_slew	0.2023	ns
setup_path	slowest_stage	dfxtp_2	
timing	slew_headroom	0.8647	
detailed_routing	antenna_cells	0	
setup_path	cp.required	0.80	ns
global_routing	grt_pass1_vias	712	
timing	final_hold_viol_count	0	
setup_path	arrival	0.76	ns
logic_synthesis	ys_seq_elements	32	
power	power.density	1677	nW/µm²
placement	post-place-ws	-0.1420	ns
detailed_routing	num_vias	678	
cells_and_area	fin_util	0.2071	
logic_synthesis	top_area_frac	0.7420	
logic_synthesis	yosys_area	863.3	µm²
setup_path	cpPeakStageDelay	0.32	ns
detailed_routing	ant_nets	0	
setup_path	worst-path-max-fanout	1	
floorplanning	die-area	12540	µm²
power	ir_worst_vdd	612.2	µV
global_routing	gr-total-overflow	0	
detailed_routing	drc	0	
logic_synthesis	synth_warnings	1	
global_routing	gr-usage-all-layers	0.04195	
timing	post-route-min-period	0.9598	ns
timing	finalMaxSlewViolations	0	
detailed_routing	routed_wl	2768	µm
floorplanning	ioPinCount	66	
floorplanning	initCoreUtil	0.1051	
power	fin_total_pwr	2.854	mW
detailed_routing	vias_per_cell	2.779	
worst min-delay path by stage:
| stage | from | to | slack, ns |
|---|---|---|---|
| after CTS | PC_in[6] | PC_out[6]$_SDFF_PP0_ | 0.46 |
| after global routing | PC_in[3] | PC_out[3]$_SDFF_PP0_ | 0.46 |
| final | PC_in[5] | PC_out[5]$_SDFF_PP0_ | 0.46 |
report_power, final:
part	total [mW]	internal (mW)	switching, mW
clock	1.21	0.739	0.473
combinational	0.278	0.216	0.0626
sequential	1.36	1.35	0.0160
cell type report:
cell class	instances	area, µm²
clock buffer	6	72.57
clock inverter	2	35.03
fill	893	6515
multi-input combinational	32	200.2
sequential	32	656.9
tap	105	131.4
timing repair buffer	67	605.6
timing repair:
item / CTS / global route
cloned: 0 / 0
gates resized: 71 / 26
setup endpoints to repair: 32 / 19
buffers inserted: 0 / 0
routing by layer:
layer	wire length, µm	global-route usage
met1	1174	0.05002
met2	1285	0.06527
met3	309	0.02606
met4	0	0.004230
met5	0	0
cell usage in the layout, fill, tap and decap left out:
cell type and count:
nor2b_1 32, clkdlybuf4s15_1 15, clkinv_2 1, buf_2 3, clkdlybuf4s50_1 33, bufinv_16 1
clkbuf_8 5, clkbuf_2 14, dfxtp_1 19, clkbuf_1 1, dfxtp_2 13, buf_12 2
kinds of logic after synthesis:
group,Yosys count,share of synthesized area
and+or+nand+nor,32,0.2319
buffers and inverters,3,0.02609
DFF,32,0.7420
Power is estimated from default activity; no workload was simulated.
